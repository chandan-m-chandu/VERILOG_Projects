**flow/run.sh**
```bash
#!/bin/bash
# OpenROAD 26Q1-2900-gdf79404cd8, Yosys 0.63+post, stock flow scripts
make -C /OpenROAD-flow-scripts/flow DESIGN_CONFIG=/design/flow/config.mk WORK_HOME=/design/flow/orfs finish
```
**flow/config.mk**
```make
export PLATFORM = sky130hd
export DESIGN_NAME = FIFO
export DESIGN_NICKNAME = FIFO
export VERILOG_FILES = /design/flow/design.v
export SDC_FILE = /design/flow/constraint.sdc
export NUM_CORES = 4
export LEC_CHECK = 1
export CORE_UTILIZATION = 50
export SYNTH_HDL_FRONTEND = slang
```
**flow/constraint.sdc**
```tcl
current_design FIFO

set clk_period 109.5
set clk_io_pct 0.2

create_clock -name clk0 -period $clk_period [get_ports {clk}]

set non_clock_inputs [all_inputs -no_clocks]
set_input_delay [expr $clk_period * $clk_io_pct] -clock clk0 $non_clock_inputs
set_output_delay [expr $clk_period * $clk_io_pct] -clock clk0 [all_outputs]
```
**flow/design.v**
```verilog
module FIFO#(parameter W=32, D=64)(
    input clk, input rst,
    input wrt_en, rd_en,
    input [W-1:0] data_in,
    output [W-1:0] data_out,
    output full, empty
);
    localparam ADDR_WIDTH = $clog2(D);
    reg [W-1:0] fifo_buff[D-1:0];
    reg [ADDR_WIDTH-1:0] r_ptr, w_ptr;
    reg [W-1:0] data_out_reg;
    reg [ADDR_WIDTH:0] count;
    assign data_out = data_out_reg;
    assign full  = (count == D);
    assign empty = (count == 0);
    always @(posedge clk or posedge rst) begin
        if (rst) begin
            r_ptr <= 0;
            w_ptr <= 0;
            count <= 0;
            data_out_reg <= 0;
        end
        else begin
            if (wrt_en && !full) begin
                fifo_buff[w_ptr] <= data_in;
                w_ptr <= (w_ptr == D-1) ? 0 : w_ptr + 1;
                count <= count + 1;
            end
            else w_ptr <= w_ptr;
            if (rd_en && !empty) begin
                data_out_reg <= fifo_buff[r_ptr];
                r_ptr <= (r_ptr == D-1) ? 0 : r_ptr + 1;
                count <= count - 1;
            end
            else r_ptr<= r_ptr;
        end
    end
endmodule
```
==> results.sh <==
# yosys + openroad results
export IMPL_hp_class="flip-flop to flip-flop"
export IMPL_tightestPinTransition_ps=1110
export IMPL_hpwlAfterDp_mm=142
export IMPL_reg2reg_from="r_ptr[0]"
export IMPL_avgRoutedWirePerCell_um=36.1
export IMPL_hold_viol=0
export IMPL_fp_utilization_pct=50.6
export IMPL_slew_viol_final=0
export IMPL_port_buffers=69
export IMPL_wl_mm=222
export IMPL_chipHeight_um=403
export IMPL_slew_headroom_pct=25.8
export IMPL_cts_root_buf="clkbuf_16"
export IMPL_cp_required_ps=87600
export IMPL_layout_min_cycle_time_ps=24750
export IMPL_fmax_mhz=40.4
export IMPL_vias=38062
export IMPL_fin_skew_ps=22.0
export IMPL_cp_end_kind="primary output"
export IMPL_area_growth_pct=13.6
export IMPL_syn_avg_cell_area_um2=22.6
export IMPL_cts_sinks=2099
export IMPL_largest_reg_flops=2048
export IMPL_yosys_area_mm2=0.0806
export IMPL_top_layer_used="met5"
export IMPL_core_area_mm2=0.159
export IMPL_grt_pass1_vias=42546
export IMPL_drt_first_pass_iters=5
export IMPL_startpoint_type="flip-flop"
export IMPL_critPathLaunch="count[1]"
export IMPL_max_cap_viol_count=0
export IMPL_endpoint="full"
export IMPL_cp_max_fo=4
export IMPL_cts_tree="built"
export IMPL_grt_max_degree=100
export IMPL_die_area_mm2=0.163
export IMPL_synth_flop_count=2099
export IMPL_status="finished, final reports clean"
export IMPL_drt_met1_wl_mm=65.3
export IMPL_antenna_found_initial=8
export IMPL_clk_latency_ps=840
export IMPL_h_tree_depth=4
export IMPL_wl_met3_mm=44.7
export IMPL_rows=146
export IMPL_rr_endpoint="data_out[13]"
export IMPL_holdWs_ps=534
export IMPL_ctsResizeCount=0
export IMPL_reg2reg_slack_ps=104050
export IMPL_grt_pass1_wl_mm=314
export IMPL_drc=0
export IMPL_avgViaCountPerCell=6.18
export IMPL_reg2reg_depth=9
export IMPL_yosysSeqAreaShare_pct=77.9
export IMPL_cp_arrival_ps=2850
export IMPL_syn_area_mm2=0.0806
export IMPL_cts_hold_buf=0
export IMPL_path_clk_slew_ps=60
export IMPL_yosysWarnings=0
export IMPL_gr_usage_all_layers_pct=31.9
export IMPL_io_pins=70
export IMPL_numCtsBuffers=207
export IMPL_totalPowerFinal_mw=2.22
export IMPL_syn_inst=3572
export IMPL_ys_cells=3572
export IMPL_tool_warnings=26
export IMPL_final_setup_viol_count=0
export IMPL_finalClockPeriodUsage_pct=22.6
export IMPL_crit_type="flip-flop to primary output"
export IMPL_ff_type="edfxtp_1"
export IMPL_gr_total_overflow=0
export IMPL_ant_nets=0
export IMPL_rsz0062_at_grt="no"
export IMPL_dr_wl_met2_mm=103
export IMPL_synth_distinct_cells=57
export IMPL_gp_congestion=1.01
export IMPL_p_leak_nw=28.6
export IMPL_drt_initial_drc_count=2611
export IMPL_die_x_um=403
export IMPL_drive_gt1_share_pct=27.6
export IMPL_ir_worst_vdd_uv=19.2
export IMPL_clockBufferDepth=3
export IMPL_p_per_area_mw_per_mm2=24.3
export IMPL_postCtsSetupRepairBufs=0
export IMPL_ys_async_sr_fraction_pct=2.43
export IMPL_finalSetupTns_ps=0
export IMPL_edf_count=2048
==> synthesized netlist by cell type (all sizes together) (8+ instances only) <==
cell / instances / area (um^2)
edfxtp: 2048 / 61500
inv: 15 / 56.3
nor3: 31 / 155
mux4: 508 / 11400
a221oi: 24 / 210
a31oi: 9 / 56.3
nor2: 110 / 413
clkbuf: 45 / 170
nand2: 50 / 188
mux2i: 164 / 1640
a211oi: 20 / 150
nand3: 28 / 140
a22oi: 29 / 218
nor2b: 16 / 100
o21ai: 45 / 225
buf: 149 / 980
xnor2: 8 / 70.1
and2: 14 / 87.6
a21oi: 36 / 180
o22ai: 61 / 382
dfrtp: 51 / 1280
==> metal layers <==
layer / GRT usage (%) / up-vias
met2: 43.8 / 2607
met1: 38.8 / 19373
met4: 9.39 / 12
li1: - / 15702
met3: 27.9 / 368
met5: 0.624 / -
==> power breakdown <==
part | switching [mW] | internal [mW] | total [mW]
clock network | 0.295 | 0.424 | 0.719
logic | 0.348 | 0.214 | 0.562
registers | 0.0345 | 0.905 | 0.939
==> how the worst min path moves through the flow <==
stage / depth (start not counted) / end / slack [ps] / start
CTS: 2 / count[5] / 540 / count[5]
global route: 1 / count[0] / 580 / count[0]
finish: 2 / count[5] / 530 / count[5]
==> cell usage in the layout, fill, tap and decap left out, types with 16 or more instances in the layout <==
cell type / count
o21ai_0: 40
a22oi_1: 29
buf_4: 175
nand2_1: 49
nor2_1: 44
clkinv_2: 30
a221oi_1: 24
nor2_4: 64
bufinv_16: 30
edfxtp_1: 2048
clkinv_1: 54
mux4_2: 508
clkdlybuf4s50_1: 37
a21oi_1: 36
clkbuf_16: 211
a211oi_1: 20
clkbuf_1: 39
dfrtp_1: 45
mux2i_1: 164
nor2b_1: 16
buf_2: 32
o22ai_1: 61
nor3_1: 31
nand3_1: 28
==> metrics by stage <==
| step | cells | cell area (um^2) | worst slack (ps) | utilization [%] |
|---|---|---|---|---|
| after global routing | 6158 | 91500 | 84630 | 57.5 |
| after detailed placement | 5773 | 84500 | 83990 | 53.1 |
| final | 6159 | 91500 | 84750 | 57.5 |
| after CTS | 6158 | 91500 | 84770 | 57.5 |
| after floorplan | 3572 | 80600 | 84170 | - |
| after global placement | 5773 | 84500 | 83950 | 53.1 |
==> cells by family after synthesis <==
logic type	synth area share (%)
mux	16.3
simple gates	1.73
flops	77.9
buf+inv	1.50
fa+ha+maj	0.134
xor+xnor	0.109
compound gates	2.28
==> layout make-up <==
class | instances | area [um^2]
multi-input combinational | 1263 | 17100
clock inverter | 133 | 1480
clock buffer | 252 | 5450
inverter | 16 | 61.3
fill | 11097 | 67600
sequential | 2099 | 62800
tap | 2146 | 2690
timing repair buffer | 249 | 1940
antenna | 1 | 2.50
==> critical path: stages (launching register included) <==
cell             delay (ps)
dfrtp_1                 410
nor2_1                  560
and3_1                  490
clkdlybuf4s50_1         550
Power and IR drop assume default switching activity.
