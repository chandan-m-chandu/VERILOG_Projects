==> /design/flow/design.v <==
`timescale 1ns / 1ps
module PIPO(input clk, input rst, 
input ready,
input [7:0]serial_in, 
output reg [63:0]parallel_out, 
output reg done );
reg [2:0]count;
reg [63:0]out;
always@(posedge clk, posedge rst)begin
if(rst)begin
    count<=3'b0;
end
else begin 
    count <= count + 1;
end
end
always@(posedge clk, posedge rst)begin
    if(rst)begin 
        parallel_out <= 64'b0; 
        out <= 64'b0;   
        done<=0; 
    end
    else if(ready) begin
                if(count==0)begin 
                parallel_out <= out;
                done<=1;
            end
            else begin
                out <= {out[55:0], serial_in};
                done<=0;
            end
        end
    else begin
        parallel_out <= out;
    end
    end
endmodule
==> /design/flow/run.sh <==
#!/bin/bash
# OpenROAD 26Q1-2900-gdf79404cd8, Yosys 0.63+post, stock flow scripts
make -C /OpenROAD-flow-scripts/flow DESIGN_CONFIG=/design/flow/config.mk WORK_HOME=/design/flow/orfs finish
==> /design/flow/config.mk <==
export PLATFORM = sky130hd
export DESIGN_NAME = PIPO
export DESIGN_NICKNAME = PIPO
export VERILOG_FILES = /design/flow/design.v
export SDC_FILE = /design/flow/constraint.sdc
export NUM_CORES = 4
export LEC_CHECK = 1
export CORE_UTILIZATION = 40
export SYNTH_HDL_FRONTEND = slang
==> /design/flow/constraint.sdc <==
current_design PIPO

set clk_period 22.3
set clk_io_pct 0.2

create_clock -name clk0 -period $clk_period [get_ports {clk}]

set non_clock_inputs [all_inputs -no_clocks]
set_input_delay [expr $clk_period * $clk_io_pct] -clock clk0 $non_clock_inputs
set_output_delay [expr $clk_period * $clk_io_pct] -clock clk0 [all_outputs]
==> flow_metrics.py <==
# Generated from Yosys and OpenROAD reports
metrics = {
    "clock_tree": {
        "cts.path.max_buffers": 2,
        "clk_root_buffer_cell": "sky130_fd_sc_hd__clkbuf_16",
        "clock_edge_transition_at_the_registers_on_the_reported_setup_and_hold_paths_ns": 0.06,
        "numClockSinks": 132,
        "post_cts_buffers": 0,
        "post_cts_resize_count": 0,
        "cts_inserted_buffers": 17,
        "cts_tree": "yes",
        "clock_tree.htree_level_count": 4,
        "clk_latency_ns": 0.40,
        "ctsHoldBuffers": 0,
    },
    "setup_path": {
        "crit_required_ns": 22.58,
        "critPathLaunchType": "input pin",
        "crit_type": "in -> reg",
        "setup.worst_path.end_class": "register",
        "critical_path_arrival_ns": 6.04,
        "critical_path_peak_fanout": 128,
    },
    "power_and_ir_drop": {
        "power.sequential.fraction_pct": 44.7,
        "net-switching-power_uw": 161.2,
        "peakVddDrop_v": 0.00007351,
        "intPower_uw": 616.7,
        "pwr_density_cell_mw_per_mm2": 119.9,
        "p_clk_share_pct": 39.4,
        "power.share.combinational_pct": 15.9,
        "fin_total_pwr_uw": 778.0,
        "static-leakage-power_nw": 2.809,
        "switch_share_pct": 20.72,
    },
    "yosys": {
        "ys_types": 11,
        "top_area_cell": "sky130_fd_sc_hd__dfrtp_1",
        "main_logic_family": "multiplexers",
        "synth_area_per_cell_um2": 17.47,
        "numSynthFlops": 132,
        "post_synth_xor_area_fraction_pct": 0.1759,
        "async_flop_share_pct": 100.0,
        "ys_sh_mux_pct": 28.94,
        "synthesis.area_mm2": 0.004980,
        "enable_flop_cells": 0,
        "yosys_synthesis_chip_area_mm2": 0.004980,
        "synthCells": 285,
        "ys_seq_share_pct": 66.33,
        "area_leaders": "sky130_fd_sc_hd__dfrtp_1 (66%), sky130_fd_sc_hd__mux2_2 (29%), sky130_fd_sc_hd__buf_6 (2.5%)",
        "synth.cells.most_frequent": "sky130_fd_sc_hd__dfrtp_1 (132), sky130_fd_sc_hd__mux2_2 (128), sky130_fd_sc_hd__buf_6 (11), sky130_fd_sc_hd__inv_1 (5)",
        "synth_stat.cells": 285,
        "top_cell_area_share_pct": 66.33,
        "synth-adder-area-share_pct": 0.5025,
        "yosys_warnings": 0,
        "synth-simple-area-share_pct": 0.1508,
        "post_synth_ao_oa_area_fraction_pct": 0.2764,
        "post-synth-top-count-cell": "sky130_fd_sc_hd__dfrtp_1",
        "dominant_register_cell": "sky130_fd_sc_hd__dfrtp_1",
    },
    "die": {
        "io_pins": 76,
        "height_of_the_die_um": 113.6,
        "core-area_mm2": 0.01206,
        "number_of_cell_rows": 40,
        "initCoreUtil_pct": 41.29,
        "die.size.x_um": 113.6,
        "chipArea_mm2": 0.01290,
    },
    "route": {
        "postRouteWirelength_mm": 7.512,
        "route.detailed.wl_per_inst_um": 13.71,
        "detail_route.vias_per_cell": 4.626,
        "first_iter_violations": 104,
        "residual_drc": 0,
        "routed-via-count": 2535,
        "detailedRoute.firstPassIterationCount": 4,
        "ant_nets": 0,
        "antenna_cells": 0,
    },
    "sta": {
        "timing.final.crit_share_pct": 25.83,
        "finalWorstPathRequiredPeriod_ns": 5.761,
        "unrepaired_setup_endpoints_after_global_routing": "false",
        "final_max_slew_viol_count": 0,
        "clock_tree_skew_after_final_layout_ns": 0.006575,
        "tightest_slew_ns": 0.6970,
        "timing.final.setup_violations": 0,
        "slew-limit-headroom_pct": 53.54,
        "totalNegativeSetupSlack_ns": 0,
        "final-hold-violation-count": 0,
        "clock.fmax_mhz": 173.6,
    },
    "global_routing": {
        "global_route_wire_length_before_repair_mm": 12.45,
        "groute.usage.overall_pct": 12.68,
        "antenna_violations_before_repair": 0,
        "largest_net_degree_at_the_start_of_global_routing": 129,
        "final_global_route_overflow_total": 0,
        "number_of_global_route_vias_before_repair": 2453,
    },
    "worst_hold_path": {
        "worstHoldPathType": "reg -> reg",
    },
    "final_layout": {
        "layout.filler_cells": 979,
        "postLayoutCellArea_mm2": 0.006486,
        "footprint_of_the_multi_input_gates_mm2": 0.001504,
        "seq_area_mm2": 0.003303,
        "areaGrowthSynthToFinish_pct": 30.25,
        "number_of_standard_cells_in_the_layout_taps_in_and_fillers_out": 548,
        "post_route_cells_drive_above_1_share_pct": 43.16,
    },
    "run": {
        "stage_log_warnings": 28,
        "max_cap_violations": 0,
    },
    "placed_design": {
        "io_buffer_count": 75,
        "placed_cells": 516,
        "post_dp_cell_area_mm2": 0.005819,
        "half_perimeter_wire_length_of_the_detailed_placement_result_mm": 4.436,
        "finalWeightedCongestion": 0.6915,
    },
    "run_status": {
        "outcome": "finished, final reports clean",
    },
}
[layer usage]
metal	routed length, µm	GRT usage, %	share of wire [%]	up-vias
met5	0	0	0	-
met4	90	1.579	1.2	0
met3	545	5.143	7.3	6
met2	3271	17.11	44	60
met1	3604	20.77	48	1295
li1	-	-	-	1174
[power groups by stage]
stage / sequential, mW / clock (mW) / combinational [mW]
CTS: 0.349 / 0.313 / 0.126
finish: 0.348 / 0.307 / 0.124
global route: 0.358 / 0.324 / 0.136
[kinds of logic (layout without fill, tap and decap cells)]
group	Yosys count	after routing
xor gates and xnor gates	1	1
buffers and inverters	19	114
muxes	128	128
and+or+nand+nor	1	1
adders and majority gates	2	2
AOI/OAI and AO/OA	2	2
DFF	132	132
[metrics by stage]
stage | setup slack (ns) | hold WS, ns | utilization, %
3_5_place_dp | 16.05 | 0.4401 | 48.25
4_1_cts | 16.49 | 0.4485 | 53.78
6_report | 16.54 | 0.4423 | 53.78
5_1_grt | 16.32 | 0.4933 | 53.78
3_3_place_gp | 16.09 | 0.4313 | 48.25
2_1_floorplan | 14.31 | 0.4182 | -
[final timing paths]
kind                          start                to  slack, ns  cells after the start
hold / removal             count[0]          count[0]       0.44                      1
setup reg to reg           count[0]           out[61]      20.34                      6
min in group asynchronous       rst  parallel_out[38]       4.53                      2
hold reg to reg            count[0]          count[0]       0.44                      1
setup / recovery              ready           out[61]      16.54                      4
max in group asynchronous       rst           out[14]      16.57                      3
[sequential cells by signal, summed over array words and instances, names as in the netlist]
register,flops
parallel_out,64
count,3
done,1
out,64
[worst max-delay path, stage by stage]
cell and delay [ns]:
sky130_fd_sc_hd__clkdlybuf4s50_1 0.48, sky130_fd_sc_hd__o21ai_4 0.10, sky130_fd_sc_hd__buf_12 0.49, sky130_fd_sc_hd__mux2_2 0.41
[placed cells by master, fill, tap and decap left out, drive strengths merged]
cell and n:
buf 2, bufinv 5, clkbuf 20, clkdlybuf4s50 75, clkinv 3, clkinvlp 3
dfrtp 132, ha 2, inv 6, mux2 128, nand3b 1, o21ai 2
xor2 1
[final cells by class]
type                    count  share of cell area (%)
clock buffers              20                   7.195
clock inverters            12                   3.086
inverters                   5                  0.3665
multi-input cells         134                   23.19
flip-flops and latches    132                   50.93
well taps                 168                   3.241
repair buffers             77                   12.00
Power figures rest on the tool's default switching activity, not on a simulated workload.
