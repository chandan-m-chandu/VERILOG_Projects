===== design/flow/config.mk =====
export PLATFORM = sky130hd
export DESIGN_NAME = LED_blink
export DESIGN_NICKNAME = LED_blink
export VERILOG_FILES = /design/flow/design.v
export SDC_FILE = /design/flow/constraint.sdc
export NUM_CORES = 4
export LEC_CHECK = 1
export CORE_AREA = 10 10 112 112
export DIE_AREA = 0 0 122 122
export SYNTH_HDL_FRONTEND = slang

===== design/flow/constraint.sdc =====
current_design LED_blink

set clk_period 4.3
set clk_io_pct 0.2

create_clock -name clk0 -period $clk_period [get_ports {clk}]

set non_clock_inputs [all_inputs -no_clocks]
set_input_delay [expr $clk_period * $clk_io_pct] -clock clk0 $non_clock_inputs
set_output_delay [expr $clk_period * $clk_io_pct] -clock clk0 [all_outputs]

===== design/flow/design.v =====
module LED_blink(
input wire clk,R, [1:0]sw,
output reg LED );
reg [31:0] counter;
reg [31:0] max_count;
always@(*) begin
case(sw)
    2'b00 : max_count= 100000000;     
    2'b01 : max_count= 200000000;     
    2'b10 : max_count= 300000000;     
    2'b11 : max_count=   5000000;    
    default : max_count= 1000000;   
endcase
end
always@(posedge clk , posedge R) begin
    if(R)begin
    counter<=32'b0;
    LED<=1'b0;
    end
    else begin
        if(counter>=max_count)begin 
            counter<=32'b0;
            LED<=~LED;
        end
        else begin
            counter<=counter+1; 
            end
        end
end
endmodule

===== design/flow/run.sh =====
#!/bin/bash
# OpenROAD 26Q1-2900-gdf79404cd8, Yosys 0.63+post, stock flow scripts
make -C /OpenROAD-flow-scripts/flow DESIGN_CONFIG=/design/flow/config.mk WORK_HOME=/design/flow/orfs finish

==> flow_summary.toml <==
# implementation run metrics
[pwr]
seqPwrFrac_pct = 53.2
ir_worst_vdd_mv = 0.08263
p_total_w = 0.0006030
swShare_pct = 22.77
p_int_w = 0.0004657
clockPowerShare_pct = 37.7
powerDensity_mw_per_mm2 = 240.1
combPwrFrac_pct = 9.2
power_leakage_nw = 1.084
power.switching_w = 0.0001373

[placement]
portBuffers = 4
dp_hpwl_um = 3185
place_congestion = 0.8855

[floorplan]
die.size.y_um = 122
ios = 5
die_x_um = 122
core_area_mm2 = 0.01023
die_area_mm2 = 0.01488
initCoreUtil_pct = 22.23
rows = 37

[detailed_routing]
wl_per_cell_um = 11.79
drt_wl_total_um = 4373
vias = 1614
drc_errors = 0
antennaDiodeCount = 0
drtAntennaViolNets = 0
avgViaCountPerCell = 4.350
dr.pass1.iters = 4
first_iter_violations = 37

[setup_path]
crit_slowest_cell = "clkdlybuf4s50_1"
cpMostUsedCell = "ha_1"
crit_arrival_ps = 3650
endpoint_kind = "flip-flop"
start_kind = "primary input"
slowest_delay_ps = 560
criticalPathCategory = "in2reg"
crit_fanout = 30
required_ps = 4430
path_cells = "clkdlybuf4s50_1 > inv_1 > ha_1 > o21bai_1 > ha_1 > nand2_1 > or3_1 > a311o_1 > a21oi_4 > buf_4 > nor3_1"

[final_timing]
hold_violations = 0
slew_headroom_pct = 58.12
finalSetupTns_ps = 0
period_used_pct = 82.00
worst_pin_slew_ps = 628.3
fin_crit_ps = 3526
hold_ws_ps = 531.6
max_freq_mhz = 283.6
setup_viol_count_final = 0
rsz0062_at_grt = "false"
slew_violations = 0
finClkSkew_ps = 4.629

[outcome]
outcome = "finished clean"

[clock_network]
clkSinkCount = 33
post_cts_buffers = 0
clk_pin_slew_ps = 60
postCtsHoldBufs = 0
cts-resized-gates = 0
cts_buffers = 5
cts_max_level = 2
cts_buffer_depth = 2
clk_latency_ps = 270
cts_tree = "built"
cts_root_buf = "clkbuf_8"

[final_layout]
syn_to_final_growth_pct = 10.40
drive_above_1_share_pct = 6.383

[global_routing]
overflow = 0
gr-usage-met3_pct = 1.690
grtUsageTotal_pct = 6.257
grt_max_degree = 34
top_usage_layer = "met1"
met2_usage_pct = 9.051
grt_pass1_wl_um = 7769
grt_antenna_before_repair = 0
use_met1_pct = 9.192
grt_pass1_vias = 1582

[synthesis]
synth_cell_types = 41
ys_chip_area_mm2 = 0.002275
ys_seq_share_pct = 36.30
synth_area_per_cell_um2 = 9.890
synth_area_mm2 = 0.002275
synthCells = 230
ys_warn_count = 0
yosys_cells = 230
numSynthFlops = 33

[flow_run]
cap_violations = 0
openroad.warnings = 33

[hold_path]
hp-class = "reg2reg"
[synth_stat cells (all sizes together)]
library cell  count  area (µm²)
a211o             1       8.760
a211oi            1       7.510
a21o              2       15.01
a21oi             8       51.30
a221oi            1       8.760
a311o             1       10.01
a311oi            2       17.52
a31oi             1       6.260
a41o              1       10.01
and2              1       6.260
and3              3       18.77
and4              4       35.03
buf               6       67.56
clkbuf            3       11.26
conb              1       3.750
dfrtp            33       825.8
ha               28       350.3
inv              14       52.55
nand2            12       45.04
nand2b            1       6.260
nand3            14       70.07
nand4             6       37.54
nor2              7       26.28
nor3             32       165.2
nor3b             3       27.52
nor4              2       42.54
nor4b             1       8.760
o21a              1       7.510
o21ai             1       5.000
o21bai            1       7.510
o22ai             1       6.260
o311a             2       20.02
or2               3       18.77
or3               3       18.77
or4b              1       10.01
xnor2             9       78.83
xor2             19       166.4
[power by group through the flow]
| stage | registers [W] | clock network (W) | logic, W |
|---|---|---|---|
| finish | 0.000321 | 0.000227 | 0.0000553 |
| global route | 0.000322 | 0.000249 | 0.0000639 |
| CTS | 0.000321 | 0.000238 | 0.0000564 |
[layer usage]
metal | share of wire, % | wire (µm)
met1 | 52 | 2286
met2 | 42 | 1840
met3 | 3.8 | 167
met4 | 1.8 | 79
met5 | 0 | 0
[per-stage QoR]
stage	setup WS (ps)	utilization [%]	instances	cell area, µm²
after global placement	543.1	23.70	364	2425
after detailed placement	496.3	23.70	364	2425
after floorplan	1414	-	231	2278
after CTS	774.8	24.54	371	2511
final	773.9	24.54	371	2511
after global routing	634.3	24.54	371	2511
[logic make-up (layout without fill, tap and decap cells)]
logic type	Yosys count	after routing	synth area share (%)
and+or+nand+nor	93	93	23.60
adders and majority gates	28	28	15.40
xor gates and xnor gates	28	28	10.78
buffers and inverters	23	27	5.775
AOI/OAI and AO/OA	24	24	7.977
other	1	2	0.1649
DFF	33	33	36.30
[state kept, by name (all words and copies together), names as in the netlist]
name / cells
LED: 1
counter: 32
[placed cells by master (no fill, tap or decap), types with 2 or more instances in the layout]
cell	n
dfrtp_1	33
nor3_1	31
ha_1	28
xor2_1	19
inv_1	14
nand3_1	14
nand2_1	12
xnor2_1	9
nor2_1	7
a21oi_1	7
nand4_1	6
clkbuf_8	6
and4_1	4
clkdlybuf4s50_1	4
or3_1	3
and3_1	3
or2_2	2
a311oi_1	2
a21o_1	2
o311a_1	2
nor3b_1	2
nor4_4	2
conb_1	2
buf_4	2
[final cells by class]
cell class | instances | area [µm²]
multi-input cells | 175 | 1321
clock buffers | 7 | 86.33
well taps | 136 | 170.2
repair buffers | 6 | 55.05
inverters | 14 | 52.55
fillers | 1082 | 7720
flip-flops and latches | 33 | 825.8
[worst paths after layout]
kind | slack, ps | end | start | cells past startpoint
max in group asynchronous | 3020 | counter[16] | R | 3
hold / removal | 530 | counter[0] | counter[0] | 1
hold reg to reg | 530 | counter[0] | counter[0] | 1
min in group asynchronous | 970 | counter[28] | R | 3
setup reg to reg | 1800 | counter[23] | counter[14] | 7
setup / recovery | 770 | counter[23] | sw[0] | 11
[critical path: cells and delay by family]
| family | cells | cell delay, ps |
|---|---|---|
| simple gates | 3 | 530 |
| compound gates | 3 | 700 |
| buf+inv | 3 | 1010 |
| fa+ha+maj | 2 | 530 |
